`./design.v`:
```
module DU (
    input signed [15:0] numerator,
    input signed [15:0] denominator,
    output reg signed [15:0] quotient,
    output reg signed [15:0] remainder
);
reg signed [15:0] temp_numerator;
reg signed [15:0] temp_quotient;
reg signed [15:0] temp_remainder;
reg signed [15:0] shift_value;
integer i;
always @(*) begin
    temp_numerator = numerator;
    temp_quotient = 0;
    temp_remainder = 0;
    for (i = 0; i < 16; i = i + 1) begin
        temp_remainder = temp_remainder << 1;
        temp_remainder[0] = temp_numerator[15];
        shift_value = temp_remainder - denominator;
        if (shift_value >= 0) begin
            temp_remainder = shift_value;
            temp_quotient[i] = 1;
        end
        temp_numerator = temp_numerator << 1;
    end
end
assign quotient = temp_quotient;
assign remainder = temp_remainder;
endmodule
```
`./constraint.sdc`:
```
current_design DU

set clk_period 143.1
set clk_io_pct 0.2

create_clock -name clk0 -period $clk_period

set non_clock_inputs [all_inputs -no_clocks]
set_input_delay [expr $clk_period * $clk_io_pct] -clock clk0 $non_clock_inputs
set_output_delay [expr $clk_period * $clk_io_pct] -clock clk0 [all_outputs]
```
`./config.mk`:
```
export PLATFORM = sky130hd
export DESIGN_NAME = DU
export DESIGN_NICKNAME = DU
export VERILOG_FILES = /design/flow/design.v
export SDC_FILE = /design/flow/constraint.sdc
export NUM_CORES = 4
export LEC_CHECK = 1
export CORE_UTILIZATION = 30
```
`./run.sh`:
```
#!/bin/bash
# OpenROAD 26Q1-2900-gdf79404cd8, Yosys 0.63+post, stock flow scripts
make -C /OpenROAD-flow-scripts/flow DESIGN_CONFIG=/design/flow/config.mk WORK_HOME=/design/flow/orfs finish
```
==> impl_table.tex <==
% Implementation results table
\begin{tabular}{lr}
\hline
Metric & Value \\
\hline
\multicolumn{2}{l}{\textbf{Outcome}} \\
\quad Run status & complete, no violations \\
\multicolumn{2}{l}{\textbf{Final layout}} \\
\quad Count of clock-net buffers in the final layout & 0 \\
\quad Ratio of cells with drive above 1 in the final layout & 6.783\% \\
\quad Number of sequential storage elements & 0 \\
\quad Layout-stage area growth over the synthesis result & 10.16\% \\
\quad Area of all sequential standard cells & 0 µm² \\
\multicolumn{2}{l}{\textbf{Die}} \\
\quad Number of standard-cell rows in the floorplan & about 73 \\
\quad Num ports & 64 \\
\quad Initial Utilization & 30.53\% \\
\quad Floorplan die width & between 200 and 250 µm \\
\quad Total Die Area & just over 40000 µm² \\
\quad Vert. Die Dim & slightly above 200 µm \\
\quad Core Area & 39910 µm² \\
\multicolumn{2}{l}{\textbf{Flow run}} \\
\quad Count of maximum capacitance violations & 0 \\
\quad Total tool warning count & 33 \\
\multicolumn{2}{l}{\textbf{Setup path}} \\
\quad Required time at the endpoint of the critical path & approximately 110 ns \\
\quad Worst setup path class & in2out \\
\quad Startpoint type of the worst setup path & input pin \\
\quad Largest stage delay, worst path & 0.82 ns \\
\quad Arrival time at the worst endpoint & 86.50 ns \\
\quad Max stage delay cell, worst path & sky130\_fd\_sc\_hd\_\_a2111oi\_0 \\
\quad Kind of end point of the critical path & output port \\
\quad Top cell by count, worst path & sky130\_fd\_sc\_hd\_\_o21ai\_0 \\
\quad Max FO, Critical Path & 30 \\
\multicolumn{2}{l}{\textbf{Timing}} \\
\quad Max-slew headroom at the worst pin & between 30\% and 40\% \\
\quad Sum of negative setup slack & 0 ns \\
\quad Setup Viol. Count Final & 0 \\
\quad Worst hold margin & 58.18 ns \\
\quad Final period demand of the worst path & about 120 ns \\
\quad Final tally of hold violations & 0 \\
\quad Final Slew Violations & 0 \\
\quad Worst Tran Pin Value & 0.9154 ns \\
\quad Highest achievable clock rate & a little under 0.009 GHz \\
\quad RSZ-0062 raised after global routing & false \\
\quad Final clock period utilization by the worst path & between 80 and 90\% \\
\multicolumn{2}{l}{\textbf{CTS}} \\
\quad Post-cts sizing count & 0 \\
\quad Post-CTS Hold Fix Bufs & 0 \\
\quad Number of post-CTS setup repair buffers & 0 \\
\multicolumn{2}{l}{\textbf{Route}} \\
\quad Number of detailed-route iterations in the first pass & 4 \\
\quad DRT antenna net count & 0 \\
\quad Initial drt markers & slightly above 400 \\
\quad Ratio of routed vias to standard cells & $\sim$5 \\
\quad Total via count after detailed routing & between 10000 and 15000 \\
\quad Total antenna diodes in the routed design & 0 \\
\quad Average routed wire per standard cell & about 12 µm \\
\quad Final routed wirelength across all metal layers & around 27000 µm \\
\quad DRC Markers & 0 \\
\multicolumn{2}{l}{\textbf{Logic synthesis}} \\
\quad Distinct cells, synth & between 70 and 80 \\
\quad Dominant comb cell & adder cells \\
\quad Mapped Cells & $\sim$1700 \\
\quad Synthesized-area fraction occupied by xor and xnor cells & a little over an eighth \\
\quad Summed instance area of the synthesized netlist & $\sim$12000 µm² \\
\quad AND-OR/OR-AND share of the synthesized area & 25.07\% \\
\quad Chip Area, Yosys & 12190 µm² \\
\quad Number of warnings reported in the yosys synthesis log & 3 \\
\quad Arithmetic-cell share of the synthesized area counting full adders, half adders and majority gates & between 20\% and 30\% \\
\quad Share of synthesized area occupied by flip-flops and latches & 0\% \\
\quad Area fraction in mux cells & between 10\% and 20\% \\
\quad Area fraction in and, or, nand and nor cells after synthesis & between 10\% and 20\% \\
\quad Cell count listed in synth\_stat.txt & 1727 \\
\quad Average instance area after synthesis & roughly 7.1 µm² \\
\multicolumn{2}{l}{\textbf{Global route}} \\
\quad First-pass GRT wire length & just under 50000 µm \\
\quad Antenna violations before repair & 0 \\
\quad Maximum number of pins on one net before global-route repair & 31 \\
\quad Number of global-route vias before repair & approximately 11000 \\
\quad Aggregate global routing overflow & 0 \\
\quad Total global-route track usage & 13.59\% \\
\multicolumn{2}{l}{\textbf{Placed design}} \\
\quad Gpl congestion & 0.8270 \\
\quad Count of port buffers added during placement & between 60 and 70 \\
\quad Estimated wirelength of the detail-placed design & around 23000 µm \\
\multicolumn{2}{l}{\textbf{Hold path}} \\
\quad Worst hold path type & in2out \\
\hline
\end{tabular}
-- Yosys cell counts (3+ instances only) --
cell,number,area share [%]
sky130_fd_sc_hd__a2111oi_0,3,0.22
sky130_fd_sc_hd__a211o_1,4,0.29
sky130_fd_sc_hd__a211oi_1,12,0.74
sky130_fd_sc_hd__a21boi_0,15,0.92
sky130_fd_sc_hd__a21o_1,41,2.5
sky130_fd_sc_hd__a21oi_1,181,7.4
sky130_fd_sc_hd__a31oi_1,5,0.26
sky130_fd_sc_hd__and2_1,28,1.4
sky130_fd_sc_hd__and3_1,9,0.46
sky130_fd_sc_hd__buf_1,4,0.12
sky130_fd_sc_hd__buf_6,4,0.37
sky130_fd_sc_hd__clkbuf_1,25,0.77
sky130_fd_sc_hd__fa_1,15,2.5
sky130_fd_sc_hd__ha_1,228,23
sky130_fd_sc_hd__inv_1,168,5.2
sky130_fd_sc_hd__mux2_1,21,1.9
sky130_fd_sc_hd__mux2_2,73,6.7
sky130_fd_sc_hd__mux2_4,3,0.37
sky130_fd_sc_hd__mux2i_1,16,1.3
sky130_fd_sc_hd__nand2_1,145,4.5
sky130_fd_sc_hd__nand2b_1,27,1.4
sky130_fd_sc_hd__nand3_1,27,1.1
sky130_fd_sc_hd__nor2_1,142,4.4
sky130_fd_sc_hd__nor2b_1,14,0.72
sky130_fd_sc_hd__nor3_1,32,1.3
sky130_fd_sc_hd__nor4_1,8,0.41
sky130_fd_sc_hd__o2111ai_1,3,0.22
sky130_fd_sc_hd__o211ai_1,11,0.68
sky130_fd_sc_hd__o21a_1,12,0.74
sky130_fd_sc_hd__o21ai_0,157,6.4
sky130_fd_sc_hd__o21bai_1,31,1.9
sky130_fd_sc_hd__o31ai_1,18,1.1
sky130_fd_sc_hd__or2_2,5,0.26
sky130_fd_sc_hd__or3_1,9,0.46
sky130_fd_sc_hd__or4_1,4,0.25
sky130_fd_sc_hd__or4_4,3,0.28
sky130_fd_sc_hd__xnor2_1,141,10
sky130_fd_sc_hd__xor2_1,33,2.4
-- worst paths after layout --
check                     startpoint           end  slack, ns  cells after the start
worst max-delay path  denominator[0]  remainder[3]      27.98                    282
worst min-delay path    numerator[0]  remainder[0]      58.18                      4
-- final cells by class --
cell class / count / area, µm²
Fill cell: 4144 / 26490
Multi-Input combinational cell: 1520 / 11380
Timing Repair Buffer: 79 / 753.2
Tap cell: 525 / 656.9
Inverter: 170 / 638.1
-- cell families (layout without fill, tap and decap cells) --
group           Yosys count  in the layout
mux                     115            115
fa+ha+maj               243            243
compound gates          512            512
buf+inv                 207            249
xor+xnor                179            179
simple gates            471            471
-- placed cells by master, fill, tap and decap left out, types with 3 or more instances in the layout --
cell,count
sky130_fd_sc_hd__nor3_1,32
sky130_fd_sc_hd__mux2_1,21
sky130_fd_sc_hd__or4_4,3
sky130_fd_sc_hd__nor2_1,142
sky130_fd_sc_hd__and3_1,9
sky130_fd_sc_hd__clkdlybuf4s50_1,64
sky130_fd_sc_hd__ha_1,228
sky130_fd_sc_hd__mux2_4,3
sky130_fd_sc_hd__nor4_1,8
sky130_fd_sc_hd__a21o_1,41
sky130_fd_sc_hd__a211oi_1,12
sky130_fd_sc_hd__mux2i_1,16
sky130_fd_sc_hd__o21bai_1,31
sky130_fd_sc_hd__mux2_2,73
sky130_fd_sc_hd__nand2_1,145
sky130_fd_sc_hd__or2_2,5
sky130_fd_sc_hd__and2_1,28
sky130_fd_sc_hd__or3_1,9
sky130_fd_sc_hd__nor2b_1,14
sky130_fd_sc_hd__nand2b_1,27
sky130_fd_sc_hd__o2111ai_1,3
sky130_fd_sc_hd__nand3_1,27
sky130_fd_sc_hd__o21a_1,12
sky130_fd_sc_hd__o211ai_1,11
sky130_fd_sc_hd__o31ai_1,18
sky130_fd_sc_hd__a21oi_1,181
sky130_fd_sc_hd__o21ai_0,157
sky130_fd_sc_hd__xnor2_1,140
sky130_fd_sc_hd__a31oi_1,5
sky130_fd_sc_hd__buf_4,15
sky130_fd_sc_hd__inv_1,168
sky130_fd_sc_hd__xor2_1,33
sky130_fd_sc_hd__fa_1,15
sky130_fd_sc_hd__a211o_1,4
sky130_fd_sc_hd__a21boi_0,15
sky130_fd_sc_hd__a2111oi_0,3
sky130_fd_sc_hd__or4_1,4
-- worst max-delay path: cells and delay by family --
| family | cells | cell delay (ns) |
|---|---|---|
| simple gates | 64 | 9.91 |
| buf+inv | 17 | 4.24 |
| fa+ha+maj | 16 | 4.69 |
| compound gates | 160 | 31.45 |
| mux | 11 | 3.92 |
| xor+xnor | 14 | 3.41 |
-- metal layers --
layer / vias to the layer above / part of all wire [%] / GRT usage, %
met2: 81 / 47 / 24.88
met1: 5180 / 51 / 18.75
met3: 2 / 1.8 / 0.2776
met5: - / 0 / 0
li1: 6233 / - / -
met4: 0 / 0.13 / 0.3222
-- per-stage QoR --
stage	cell area (µm²)	cells	setup WS (ns)	utilization (%)
after global placement	13430	2294	28.63	33.64
final	13430	2294	27.98	33.64
after CTS	13430	2294	27.50	33.64
after global routing	13430	2294	21.50	33.64
after detailed placement	13430	2294	27.71	33.64
after floorplan	12190	1727	32.75	-
